### flow/run.sh
#!/bin/bash
# OpenROAD 26Q1-2900-gdf79404cd8, Yosys 0.63+post, stock flow scripts
make -C /OpenROAD-flow-scripts/flow DESIGN_CONFIG=/design/flow/config.mk WORK_HOME=/design/flow/orfs finish
### flow/config.mk
export PLATFORM = sky130hd
export DESIGN_NAME = axi_stream_insert_header
export DESIGN_NICKNAME = axi_stream_insert_header
export VERILOG_FILES = /design/flow/design.v
export SDC_FILE = /design/flow/constraint.sdc
export NUM_CORES = 4
export LEC_CHECK = 1
export CORE_UTILIZATION = 50
### flow/constraint.sdc
current_design axi_stream_insert_header

set clk_period 9.4
set clk_io_pct 0.2

create_clock -name clk0 -period $clk_period [get_ports {clk}]

set non_clock_inputs [all_inputs -no_clocks]
set_input_delay [expr $clk_period * $clk_io_pct] -clock clk0 $non_clock_inputs
set_output_delay [expr $clk_period * $clk_io_pct] -clock clk0 [all_outputs]
### flow/design.v
module axi_stream_insert_header #(
    parameter DATA_WD = 32,
    parameter DATA_BYTE_WD = DATA_WD / 8,
    parameter BYTE_CNT_WD = $clog2(DATA_BYTE_WD)
) (
    input clk,
    input rst_n,
    input                                   valid_in,
    input       [DATA_WD-1 : 0]             data_in,
    input       [DATA_BYTE_WD-1 : 0]        keep_in,
    input                                   last_in,
    output                                  ready_in,
    output                                  valid_out,
    output      [DATA_WD-1 : 0]             data_out,
    output      [DATA_BYTE_WD-1 : 0]        keep_out,
    output                                  last_out,
    input                                   ready_out,
    input                                   valid_insert,
    input       [DATA_WD-1 : 0]             data_insert,
    input       [DATA_BYTE_WD-1 : 0]        keep_insert,
    input       [BYTE_CNT_WD : 0]           byte_insert_cnt,
    output                                  ready_insert
);
    reg                                     valid_out_r;
    reg                                     last_out_r;
    reg                                     ready_insert_r;
    reg         [DATA_WD-1 : 0]             data_out_r;
    reg         [DATA_BYTE_WD-1 : 0]        keep_out_r;
    assign    ready_insert = ready_insert_r;
    assign    valid_out = valid_out_r;
    assign    last_out = last_out_r;
    assign    data_out =  data_out_r;
    assign    keep_out = keep_out_r;
    assign    ready_in = ready_out && ~ready_insert_r;      
    reg         [DATA_WD-1:0]               data_insert_buf;   
    reg         [DATA_BYTE_WD-1:0]          keep_insert_buf;
    reg         [BYTE_CNT_WD:0]             byte_insert_cnt_buf;
    reg                                     overflow;
    reg         [DATA_BYTE_WD-1:0]          last_keep;
    reg         [DATA_WD-1 : 0]             last_data_out;  
    always @(posedge clk)   begin
        if(!rst_n)      begin
            ready_insert_r <= 1;
            keep_insert_buf <= 0;
            byte_insert_cnt_buf <= 0;
        end
        else if(valid_insert && ready_insert_r)     begin        
            ready_insert_r <= 0;
            keep_insert_buf <= keep_insert;
            byte_insert_cnt_buf <= byte_insert_cnt;
        end
        else if(last_out)       begin                        
            ready_insert_r <= 1;
            keep_insert_buf <= 0;
            byte_insert_cnt_buf <= 0;
        end
        else        begin
            ready_insert_r <= ready_insert;
            keep_insert_buf <= keep_insert_buf;
            byte_insert_cnt_buf <= byte_insert_cnt_buf;
        end
    end
    always @(posedge clk)       begin
        if      (!rst_n)                        data_insert_buf <= 0;
        else if (valid_in && ready_in)          data_insert_buf <= data_in;
        else if (valid_insert && ready_insert)  data_insert_buf <= data_insert;        
        else                                    data_insert_buf <= data_insert_buf ;
    end
    always @(posedge clk)       begin
        if(!rst_n)      begin        
            overflow <= 0;
            last_keep <= 0;    
            last_data_out <= 0;
        end
        else if(valid_in && ready_in && last_in)        begin
            if((keep_in & keep_insert_buf) == 0)    begin            
                overflow <= 0;
                last_keep <= 0;
                last_data_out <= 0;
            end
            else        begin                                        
                overflow <= 1;
                last_keep <= (keep_in & keep_insert_buf) << DATA_BYTE_WD - byte_insert_cnt_buf;         
                last_data_out <= data_in << (DATA_BYTE_WD - byte_insert_cnt_buf) * 8;
            end
        end
        else        begin       
            overflow <= 0;
            last_keep <= 0;    
            last_data_out <= 0;
        end
    end
    always @(posedge clk)       begin
        if(!rst_n)      begin
            data_out_r <= 0;
            valid_out_r <= 0;
            keep_out_r <= 0;
            last_out_r <= 0;
        end
        else if(valid_in && ready_in  && ~overflow && ~last_out_r)      begin            
            data_out_r <= (data_insert_buf << DATA_WD - byte_insert_cnt_buf * 8) | (data_in >> byte_insert_cnt_buf * 8);
            valid_out_r <= valid_in;
            keep_out_r <= (keep_insert_buf << DATA_BYTE_WD - byte_insert_cnt_buf) | (keep_in >> byte_insert_cnt_buf);
            last_out_r <= ((keep_in & keep_insert_buf) == 0) ? 1 : 0;
        end
        else if(overflow)       begin             
            data_out_r <= last_data_out;
            valid_out_r <= 1'b1;
            keep_out_r <= last_keep;
            last_out_r <= 1'b1;
        end
        else if(last_out_r)     begin             
            data_out_r <= 0;
            valid_out_r <= 0;
            keep_out_r <= 0;
            last_out_r <= 0;
        end
        else        begin
            data_out_r <= data_out_r;
            valid_out_r <= (valid_in == 0) ? 0 : valid_out_r;
            keep_out_r <= keep_out_r;
            last_out_r <= last_out_r;
        end
    end   
endmodule
==> flow_summary.yaml <==
# implementation run metrics
sta:
  setup_viol: 0
  rsz0062_at_grt: "false"
  relSlewSlack_pct: 38.6
  fin_tns_setup_ns: 0
  whs_ns: 0.472
  max_freq_mhz: 202
  worst_pin_slew_ns: 0.917
  min_period_ns: 4.95
  finalMaxSlewViolations: 0
  clock_skew_ns: 0.00627
  min_period_over_period_pct: 52.7
  hold_viol: 0
synth:
  ys_seq_share_pct: 37.1
  syn_area_sq_um: 6210
  postSynthAreaPerCell_sq_um: 8.50
  yosysWarnings: 1
  edf_count: 0
  ys.flops: 115
  yosysUniqueCellTypes: 66
  syn-instance-count: 730
  ys_chip_area_sq_um: 6210
  synth_top_flop_cell: "dfxtp_1"
  ys_cells: 730
  async_flop_share_pct: 0
worst_setup_path:
  path_class: "input port to output port"
  crit_path_max_fanout: 4
  crit_arrival_ns: 3.07
  cp.required_ns: 7.52
  startpoint: "ready_out"
  cp-end-kind: "output port"
  crit_path_start_kind: "input port"
  r2r-start: "byte_insert_cnt_buf[0]"
power:
  peakVddDrop_uv: 127
  switching_share_pct: 26.1
  pwr-share-clk_pct: 44.9
  power_frac_comb_pct: 16.9
  power.internal_mw: 1.03
  switchingPower_uw: 364
  p_per_area_nw_per_um2: 175
  p_leak_nw: 2.77
  seqPwrFrac_pct: 38.2
place:
  post-dp-hpwl_um: 14700
  gp_congestion: 0.982
  io_buffer_count: 120
  dp.cells: 969
clock_tree:
  numCtsBuffers: 17
  postCtsSetupBuffers: 0
  cts_tree: "built"
  clk_latency_ns: 0.41
  cts_resized: 0
  cts.path.max_buffers: 2
  cts.htree.levels: 4
  root_buffer: "clkbuf_16"
  cts.sinks: 115
  clk_pin_slew_worst_paths_ns: 0.05
  hold_buffers: 0
floorplanning:
  core-area_sq_um: 12100
  die_x_um: 113
  rows: 40
  initial_core_util_pct: 51.5
  dieArea_sq_um: 12900
  die_height_um: 113
  io_pins: 121
grt:
  grt_pass1_vias: 5812
  antenna_found_initial: 0
  grt_pass1_wl_um: 33200
  grt_max_degree: 74
  grt_overflow_total: 0
  grt.total_usage_pct: 35.3
status:
  status: "finished clean"
min_path:
  min_from: "last_data_out[24]"
  hold_class: "register to register"
run:
  maxCapViolations: 0
  warning_count: 26
routing:
  antenna_cells: 0
  wl_per_cell_um: 21.4
  dr.pass1.iters: 5
  drc: 0
  ant_nets: 0
  vias_per_cell: 6.37
  routed_wl_um: 21400
  num_vias: 6379
  drt_iter0_markers: 651
layout:
  lay_top_count: "nand2_1"
  multiInputGateArea_sq_um: 3590
  drive_gt1_share_pct: 7.80
  lay_top_cells: "nand2_1, clkdlybuf4s50_1, dfxtp_1"
  regArea_sq_um: 2310
  area_growth_pct: 28.7
  final_cells: 1001
  fillerInstances: 951
worst paths after layout:
check / to / slack [ns] / cells past startpoint
max reg2reg: keep_out_r[2] / 6.54 / 6
min reg2reg: data_out_r[24] / 0.47 / 2
min: data_out_r[24] / 0.47 / 2
max: ready_in / 4.45 / 3
registers in the layout, indices dropped and copies added, names as in the netlist:
| name | cells |
|---|---|
| keep_insert_buf | 4 |
| last_keep | 4 |
| ready_insert_r | 1 |
| valid_out_r | 1 |
| data_insert_buf | 32 |
| last_out_r | 1 |
| overflow | 1 |
| data_out_r | 32 |
| last_data_out | 32 |
| byte_insert_cnt_buf | 3 |
| keep_out_r | 4 |
power groups by stage:
stage / sequential, mW / combinational [mW] / clock (mW)
after global routing: 0.535 / 0.251 / 0.660
after CTS: 0.532 / 0.230 / 0.633
final: 0.533 / 0.235 / 0.627
metrics by stage:
stage | util [%] | instance area [sq um] | setup slack [ns] | total power, mW
6_report | 66.2 | 7990 | 4.45 | 1.39
5_1_grt | 66.2 | 7990 | 4.37 | 1.45
4_1_cts | 66.2 | 7990 | 4.45 | 1.39
3_5_place_dp | 61.4 | 7410 | 4.45 | 0.770
3_3_place_gp | 61.4 | 7410 | 4.46 | 0.766
2_1_floorplan | - | 6210 | 5.54 | 0.666
cell type report:
type	count	area share, %
clock buffers	28	6.34
flip-flops and latches	115	28.9
multi-input cells	550	44.9
repair buffers	132	16.2
clock inverters	4	0.877
well taps	168	2.63
inverters	4	0.188
critical path, cell delays in order:
cell and delay, ns:
clkdlybuf4s50_1 0.51, nor2b_1 0.19, clkdlybuf4s50_1 0.48
layer usage:
layer / routed length [um] / vias to the layer above / global-route usage, %
li1: - / 2930 / -
met1: 9280 / 2977 / 54.8
met2: 8780 / 438 / 47.1
met3: 3010 / 34 / 15.3
met4: 373 / 0 / 5.96
met5: 0 / - / 1.18
cell usage after synthesis (all sizes together), types with 5 or more instances:
cell type,instances,share of area (%)
and2,11,1.1
a221oi,23,3.7
mux2,20,3.6
a21oi,16,1.5
o221ai,8,1.1
nand4,5,0.50
buf,31,3.0
a31oi,5,0.50
o21ai,32,2.6
o22ai,12,1.2
and3,6,0.60
a22oi,22,2.7
mux2i,35,5.6
nand2,132,8.0
a311oi,37,5.2
nand3b,6,0.79
nand3,31,2.5
a22o,7,0.99
o21a,9,1.1
a211oi,13,1.7
a32oi,5,0.71
clkbuf,30,1.8
nor2,66,4.2
dfxtp,115,37
kinds of logic (layout without fill, tap and decap cells):
group / count (synthesis) / in the layout / synth area share (%)
and+or+nand+nor: 278 / 278 / 20.3
AOI/OAI and AO/OA: 211 / 211 / 26.5
DFF: 115 / 115 / 37.1
buffers and inverters: 65 / 168 / 5.10
muxes: 59 / 59 / 10.7
adders and majority gates: 1 / 1 / 0.202
xor gates and xnor gates: 1 / 1 / 0.141
Power and IR drop assume default switching activity.
